File: ./run.sh
#!/bin/bash
# OpenROAD 26Q1-2900-gdf79404cd8, Yosys 0.63+post, stock flow scripts
make -C /OpenROAD-flow-scripts/flow DESIGN_CONFIG=/design/flow/config.mk WORK_HOME=/design/flow/orfs finish
File: ./config.mk
export PLATFORM = sky130hd
export DESIGN_NAME = sipo
export DESIGN_NICKNAME = sipo
export VERILOG_FILES = /design/flow/design.v
export SDC_FILE = /design/flow/constraint.sdc
export NUM_CORES = 4
export LEC_CHECK = 1
export CORE_AREA = 10 10 447 447
export DIE_AREA = 0 0 457 457
File: ./constraint.sdc
current_design sipo

set clk_period 2.6
set clk_io_pct 0.2

create_clock -name clk0 -period $clk_period [get_ports {clk_i}]

set non_clock_inputs [all_inputs -no_clocks]
set_input_delay [expr $clk_period * $clk_io_pct] -clock clk0 $non_clock_inputs
set_output_delay [expr $clk_period * $clk_io_pct] -clock clk0 [all_outputs]
File: ./design.v
`timescale 1ns / 1ps
module sipo
#(parameter [31:0] width_p = 8
,parameter [31:0] depth_p = 128)
(input [0:0] clk_i
,input [0:0] reset_i
,input [0:0] valid_i
,input [width_p-1:0] data_i
,output [0:0] valid_o
,output [(width_p*depth_p)-1:0] data_o
);
logic [width_p - 1 : 0] mem [depth_p - 1 : 0];
logic [$clog2(depth_p)-1:0] wr_ptr_r;
logic [0:0] one_full_write_cycle_r;
wire [0:0] full_write_cycle_w;
always_ff @(posedge clk_i) begin
    if (reset_i) begin
        wr_ptr_r <= '0;
    end else if (valid_i) begin
       mem[wr_ptr_r] <= data_i;
       wr_ptr_r <= wr_ptr_r + 1;
   end
end
for (genvar iter = 0; iter < depth_p; iter++) begin
    assign data_o[((iter+1)*width_p)-1:(iter*width_p)] = mem[iter];
end
always_ff @(posedge clk_i) begin
    if (reset_i) begin
        one_full_write_cycle_r <= 1'b0;
    end else if (full_write_cycle_w) begin
        one_full_write_cycle_r <= 1'b1;
    end
end
assign full_write_cycle_w = (wr_ptr_r == (depth_p-1)) & valid_i;
assign valid_o = one_full_write_cycle_r & (wr_ptr_r == '0);
endmodule
==> impl_metrics.tcl <==
# implementation run metrics
set metrics [dict create \
    cts_inserted_buffers 104 \
    port_buffers 1035 \
    placed_area_sq_um 47400 \
    synth_chip_area_sq_um 31900 \
    crit_type "primary input to register" \
    grt_pass1_wl_mm 171 \
    register_area_sq_um 30900 \
    antenna_found_initial 13 \
    seqPwrFrac_pct 58.8 \
    h-tree-depth 3 \
    ir_drop_v 0.000465 \
    gr-total-overflow 0 \
    warnings 1236 \
    wl_per_cell_um 24.9 \
    gp_congestion 0.853 \
    cts_buffer_depth 3 \
    drc 0 \
    regToRegSetupSlack_ns 0.41 \
    critPathLaunchType "primary input" \
    end_kind "register" \
    grt.total_usage_pct 12.3 \
    critPathSlowestCell "clkdlybuf4s50_1" \
    async_reset_ff_share_pct 0 \
    status "finished clean" \
    most_common_cell "edfxtp_1" \
    combGateArea_sq_um 930 \
    synthCells 1247 \
    die-area_sq_um 209000 \
    core_sq_um 190000 \
    hold_path_class "primary input to register" \
    num_rows 160 \
    cp_top_family "buffers and inverters" \
    tightestPinTransition_ns 0.814 \
    ys_cells 1247 \
    seq_area_frac_synth_pct 97.0 \
    firstDrtPassIters 7 \
    p_int_mw 26.7 \
    die_height_um 457 \
    routed_via_density 3.43 \
    synth_warnings 1 \
    finalHoldViolations 0 \
    finalInstanceArea_sq_um 50700 \
    cts_root_buf "clkbuf_16" \
    syn_area_sq_um 31900 \
    topCellsByArea "edfxtp_1, nor2_1, dfxtp_1" \
    relSlewSlack_pct 45.8 \
    switchingPower_mw 4.52 \
    cts_tree "yes" \
    comb_power_share_pct 2.0 \
    die_w_um 457 \
    cts-hold-fix-buffers 0 \
    clk_latency_ns 0.52 \
    largest_area_cell "edfxtp_1" \
    first_global_vias 18563 \
    finClkSkew_ns 0.0134 \
    max_cap_viol_count 0 \
    dpl.hpwl_mm 95.8 \
    path_clk_slew_ns 0.05 \
    crit_top_cell "buf_4" \
    cp_num_buf_inv 4 \
    finalSetupViolCount 0 \
    fill_cells 18824 \
    top_area_share_pct 96.5 \
    worst_hold_slack_ns 0.322 \
    edf_count 1024 \
    synth_cell_type_count 27 \
    initCoreUtil_pct 16.8 \
    p_sw_share_pct 14.5 \
    ff_type "edfxtp_1" \
    cp_max_fo 8 \
    ys_ff 1032 \
    cp.arrival_ns 2.46 \
    io_pins 1036 \
    leakage_nw 16.4 \
    fin_setup_tns_ns 0 \
    route.antenna.remaining_nets 0 \
    cts_sinks 1032 \
    crit_path_max_incr_delay_ns 0.51 \
    max_clock_freq_mhz 448 \
    finalMaxSlewViolations 0 \
    drive_above_1_share_pct 14.4 \
    routed_wirelength_mm 129 \
    syn_to_final_growth_pct 59.0 \
    clock_power_share_pct 39.2 \
    syn_area_per_cell_sq_um 25.6 \
    grt_max_degree 67 \
    pwr_density_cell_nw_per_um2 616 \
    crit_chain "clkdlybuf4s50_1 > nor3b_4 > buf_4 > nand2_2 > buf_12 > nor2_1 > buf_4" \
    cp.required_ns 2.82 \
    route.vias.total 17755 \
    rsz0062_at_grt "false" \
    drt_iter0_drc 1070 \
    fin_crit_ns 2.23 \
    period_used_pct 85.9 \
    synthTopCellsByCount "edfxtp_1, nor2_1, nand2_1, buf_2, nand3_1" \
]
==> stage by stage <==
stage	util [%]	power, mW	cells	worst slack [ns]
3_5_place_dp	24.9	19.3	4992	-0.220
5_1_grt	26.7	34.6	5177	0.0615
2_1_floorplan	-	18.7	1247	0.471
6_report	26.7	31.2	5180	0.366
4_1_cts	26.7	33.9	5177	0.0313
3_3_place_gp	24.9	19.3	4992	-0.258
==> area by class of cell <==
class / count / share of cell area (%)
clock inverters: 58 / 1.13
inverters: 3 / 0.0222
flip-flops and latches: 1032 / 61.0
clock buffers: 127 / 5.39
diodes: 3 / 0.0148
well taps: 2511 / 6.20
multi-input cells: 197 / 1.83
repair buffers: 1249 / 24.4
==> worst register-to-register path, stage by stage (launching register included) <==
cell and delay (ns):
dfxtp_1 0.30, buf_4 0.17, nor3b_4 0.33, buf_4 0.20, nand2_2 0.09, buf_12 0.16
nor2_1 0.36, buf_4 0.27
==> timing repair <==
action,in CTS,in global routing
buffers inserted,0,0
gates cloned,0,0
setup endpoints to repair,2,1
resized,2,3
==> worst paths after layout <==
check	from	end	cells past startpoint
worst min register to register	one_full_write_cycle_r$_SDFFE_PP0P_	one_full_write_cycle_r$_SDFFE_PP0P_	1
worst max register to register	wr_ptr_r[0]$_SDFFE_PP0P_	mem[0][3]$_DFFE_PP_	7
worst min-delay path	data_i[3]	mem[87][3]$_DFFE_PP_	1
worst max-delay path	valid_i[0]	mem[0][3]$_DFFE_PP_	7
==> layout by cell type, fill, tap and decap left out, types with 6 or more instances in the layout <==
cell,n
clkdlybuf4s50_1,1025
edfxtp_1,1024
buf_4,186
nor2_1,127
clkbuf_16,106
buf_12,36
clkinv_1,25
clkbuf_1,21
nand2_1,16
clkinv_2,13
nand3_1,8
bufinv_16,8
dfxtp_1,8
nor2b_1,7
nor2_2,7
nand2_2,6
inv_6,6
==> flip-flops by register name (all words and copies together), names as in the netlist <==
name                    count
mem                      1024
one_full_write_cycle_r      1
wr_ptr_r                    7
==> power groups by stage <==
stage     logic, mW  clock network, mW  registers [mW]
6_report      0.626               12.3            18.3
5_1_grt       0.683               15.6            18.3
4_1_cts       0.664               14.9            18.3
==> cells by family after synthesis <==
group                      after synthesis  synth area share, %
AOI/OAI and AO/OA                        3               0.0589
xor gates and xnor gates                 4                0.110
adders and majority gates                2               0.0785
buffers and inverters                   18                0.283
DFF                                   1032                 97.0
muxes                                    2               0.0667
and+or+nand+nor                        186                 2.44
==> metal layers <==
layer | wire length, um | vias up | GRT usage [%] | part of all wire, %
li1 | - | 7607 | - | -
met4 | 3560 | 0 | 2.71 | 2.8
met2 | 65800 | 1221 | 21.1 | 51
met1 | 42000 | 8785 | 12.8 | 33
met3 | 17700 | 142 | 7.52 | 14
met5 | 0 | - | 0 | 0
Power is estimated from default activity; no workload was simulated.
